### flow/config.mk
export PLATFORM = sky130hd
export DESIGN_NAME = FFT
export DESIGN_NICKNAME = FFT
export VERILOG_FILES = /design/flow/design.v
export SDC_FILE = /design/flow/constraint.sdc
export NUM_CORES = 4
export LEC_CHECK = 1
export CORE_UTILIZATION = 40
### flow/constraint.sdc
current_design FFT

set clk_period 1.0
set clk_io_pct 0.2

create_clock -name clk0 -period $clk_period [get_ports {Clock}]

set non_clock_inputs [all_inputs -no_clocks]
set_input_delay [expr $clk_period * $clk_io_pct] -clock clk0 $non_clock_inputs
set_output_delay [expr $clk_period * $clk_io_pct] -clock clk0 [all_outputs]
### flow/design.v
module FFT (input wire [3:0] x_in0, input wire [3:0] x_in1, input wire [3:0] x_in2, input wire [3:0] x_in3,
				input wire [3:0] x_in4, input wire [3:0] x_in5, input wire [3:0] x_in6, input wire [3:0] x_in7,
				input wire Clock, input wire Reset,
output reg [25:0] X_out0, output reg [25:0] X_out1, output reg [25:0] X_out2, output reg [25:0] X_out3,
output reg [25:0] X_out4, output reg [25:0] X_out5, output reg [25:0] X_out6, output reg [25:0] X_out7);
	integer W2 = 16;  
	integer W4 = 4; 
	integer W8 = 2;
	integer i;  
	reg [3:0] x [0:7];  
	reg [3:0] y [0:3];
	reg [3:0] z [0:3];
	reg [3:0] y$ [0:1];
	reg [3:0] y$$ [0:1];
	reg [3:0] z$ [0:1];
	reg [3:0] z$$ [0:1];
	reg [3:0] a,b,c,d,e,f,g,h;
	reg [25:0] A,B,C,D,E,F,G,H;  
	reg [25:0] Y$ [0:1];
	reg [25:0] Y$$ [0:1];
	reg [25:0] Z$ [0:1];
	reg [25:0] Z$$ [0:1];
	reg [25:0] Y [0:3];
	reg [25:0] Z [0:3];
	reg [25:0] X [0:7];
	always @ (posedge Clock or negedge Reset)
		begin
			if (!Reset)
				begin
					X_out0 <= 'b0000;
					X_out1 <= 'b0000;
					X_out2 <= 'b0000;
					X_out3 <= 'b0000;
					X_out4 <= 'b0000;
					X_out5 <= 'b0000;
					X_out6 <= 'b0000;
					X_out7 <= 'b0000;
				end
			else 
				begin			
					x[0] = x_in0;
					x[1] = x_in1;
					x[2] = x_in2;
					x[3] = x_in3;
					x[4] = x_in4;
					x[5] = x_in5;
					x[6] = x_in6;
					x[7] = x_in7;
					for (i=0; i<8; i=i+2)
						y[i/2] = x[i];
					for (i=1; i<8; i=i+2)		
						z[(i-1)/2] = x[i];	
					for (i=0; i<4; i=i+2)
						begin
							y$[i/2] = y[i];
							z$[i/2] = z[i];
						end	
					for (i=1; i<4; i=i+2)
						begin
							y$$[(i-1)/2] = y[i];
							z$$[(i-1)/2] = z[i];
						end
					a = y$[0];
					b = y$[1];
					c = y$$[0];
					d = y$$[1];
					e = z$[0];
					f = z$[1];
					g = z$$[0];
					h = z$$[1];
					A = a;
					B = b;
					C = c;
					D = d;
					E = e;
					F = f;
					G = g;
					H = h;
					for (i=0; i<2; i=i+1)
						begin
							Y$[i] = A + B*(W2**i);
							Y$$[i] = C + D*(W2**i);
							Z$[i] = E + F*(W2**i);
							Z$$[i] = G + H*(W2**i);
						end
					for (i=0; i<4; i=i+1)
						begin
							if (i<2)
								begin
									Y[i] = Y$[i] + Y$$[i]*(W4**i); 
									Z[i] = Z$[i] + Z$$[i]*(W4**i);
								end
							else
								begin
									Y[i] = Y$[i-2] + Y$$[i-2]*(W4**i); 
									Z[i] = Z$[i-2] + Z$$[i-2]*(W4**i);
								end
						end
					for (i=0; i<8; i=i+1)
						begin
							if (i<4)
								X[i] = Y[i] + Z[i]*(W8**i);
							else
								X[i] = Y[i-4] + Z[i-4]*(W8**i); 
						end
					X_out0 = X[0];
					X_out1 = X[1];
					X_out2 = X[2];
					X_out3 = X[3];
					X_out4 = X[4];
					X_out5 = X[5];
					X_out6 = X[6];
					X_out7 = X[7];
				end
		end
endmodule
### flow/run.sh
#!/bin/bash
# OpenROAD 26Q1-2900-gdf79404cd8, Yosys 0.63+post, stock flow scripts
make -C /OpenROAD-flow-scripts/flow DESIGN_CONFIG=/design/flow/config.mk WORK_HOME=/design/flow/orfs finish
==> GITHUB_STEP_SUMMARY <==
## Synthesis and layout report

| Metric | Value |
|---|---|
| Top cells excl fill/tap | buf_4, buf_2, dfrtp_1 |
| Seq share, synth | 34.68% |
| Top cell excl fill/tap | buf_4 |
| Clock transition at path regs | 0.08 ns |
| Vias in the first global route | 6985 |
| FP Core Util | between 40% and 50% |
| Row count | 51 |
| Register area | roughly 0.0028 mm² |
| Achievable Freq | 0.3431 GHz |
| Design area | 0.01424 mm² |
| Clk root buf | clkbuf_16 |
| Pins Over Slew Limit | 0 |
| CTS sink cnt | 112 |
| Chip height | about 140 µm |
| Core Area | 0.01965 mm² |
| Layout cells sized above 1 | 60.58% |
| WP data required | 1.28 ns |
| Crit Path Max Fanout | 3 |
| Initial DRC count | 185 |
| Die width | 144.1 µm |
| Most common cell on crit path | ha_4 |
| First-pass GRT wire length | 35940 µm |
| Non-Filler Instances | approximately 1500 |
| CP arrival | 3.19 ns |
| Status | complete, but fails checks |
| Critical path type | in -> reg |
| Logic area | 0.006845 mm² |
| Area grow syn2layout | 76.19% |
| Synth Area per Inst | between 10 and 15 µm² |
| EDFF count, synth | 0 |
| Cells after DPL | 1450 |
| Tool Warnings | 30 |
| CTS Buffer Depth | 2 |
| Via/cell ratio | 4.663 |
| Flops after synth | 112 |
| Io pins | 242 |
| Kind of cell adding the most delay to the critical path | adder cells |
| Violated checks | hold timing, setup timing |
| Async set-reset flop share out of synthesis | 100.0% |
| Inserted Clock Buffers | 9 |
| Crit path time final | 2.914 ns |
| Dpl cell area | 0.01206 mm² |
| Vias | 7190 |
| Crit start category | primary input |
| Global route overflow | 0 |
| Yosys warns | 15 |
| Pwr per Cell Area | approximately 1900 mW/mm² |
| Ys cells | 797 |
| Unique cell types | 60 |
| Hold Vio Cnt, Final | 112 |
| RSZ-0062 raised after global routing | true |
| Slowest cell delay on critical path | 0.35 ns |
| Cell Area, Synth | 0.008082 mm² |
| Worst-path cell chain | buf_8, ha_4, fa_2, a21o_1, a21oi_2, inv_2, ha_4, ha_4, buf_6, nand3_4, mux2i_4, xnor2_2, inv_2, ha_4, a21oi_4, nor2b_2, nor4_4, nand2b_4, xnor2_2 |
| Largest net degree at the start of global routing | 59 |
| Slowest-stage cell, CP | fa_2 |
| TNS Setup | -111.64 ns |
| Initial antenna violation count | 4 |
| Main flop type | dfrtp_1 |
| GRT Total Usage | 22.99% |
| Yosys synthesis chip area | 0.008082 mm² |
| Cells after Synth | 797 |
| WL/cell | 15.27 µm |
| Worst min path class | in -> async |
| Fill cell count | ~1300 |
| Number of nets with antenna violations after routing | 0 |
| Total Wirelength | 23550 µm |
| DRC viols | 0 |
| Critical path buffers and inverters | 4 |
| HPWL Detailed | 16810 µm |
| Cycle use final | 291.4% |
| Pleak | 6.756 nW |
| WHS | -0.1802 ns |
| Critical path capture point type | flop |
| Final GP Congestion | about 0.9 |
| Router iterations before antenna repair | 4 |
| Setup-failing EPs final | 210 |
| Peak VDD IR | just over 2000 µV |
| Port bufs | 153 |
| CTS H-Tree Depth | 3 |
| Max Cap Viol | 0 |
| Chip area | 0.02078 mm² |
| Pre-CTS setup slack | -2.724 ns |
| Setup ws final | -1.914 ns |
| CTS tree | yes |
## final cells by class
cell class                      instances  area share [%]
Antenna cell                            1         0.01757
Clock buffer                            9           1.582
Clock inverter                          7          0.5888
Inverter                               58           1.547
Multi-Input combinational cell        616           48.08
Sequential cell                       112           19.68
Tap cell                              265           2.329
Timing Repair Buffer                  474           26.18
## synth_stat cells, drive strengths merged (2+ instances only)
cell	instances	area (µm²)
a31o	2	17.52
ha	100	1251
buf	96	720.7
nand4	3	18.77
nor3b	3	22.52
a311oi	2	17.52
a211oi	5	37.54
o21bai	9	67.56
o21ai	29	145.1
maj3	2	22.52
and2	5	31.28
fa	18	360.4
nor3	11	55.05
and3	6	37.54
o22ai	2	12.51
or3	2	12.51
o211ai	7	52.55
xnor2	66	585.6
a21o	27	202.7
inv	58	217.7
dfrtp	112	2803
xor2	33	296.5
nand2	33	123.9
o41a	2	22.52
nand2b	7	43.79
nand3	13	65.06
nor2b	12	75.07
nor2	32	120.1
clkbuf	6	22.52
o21a	10	75.07
a21oi	58	297.8
a21boi	2	15.02
a211o	3	26.28
## state kept, by name, summed over array words and instances (netlist names)
name    cells
X_out4     11
X_out6     17
X_out0      7
X_out3     18
X_out1     13
X_out5     15
X_out2     11
X_out7     20
## what timing repair did
item	CTS	global route
pin swaps	159	140
hold endpoints to repair	114	113
endpoints found under the setup margin	219	213
setup buffers	68	43
hold buffers	2	1
gates resized	694	145
## path summary, 6_finish.rpt
kind | to | from | slack (ns) | cells after the start
max in group asynchronous | X_out4[5]$_DFF_PN0_ | Reset | 0.88 | 2
min in group clk0 | X_out6[0]$_DFF_PN0_ | x_in4[0] | 0.09 | 2
min | X_out3[16]$_DFF_PN0_ | Reset | -0.18 | 2
max | X_out6[11]$_DFF_PN0_ | x_in0[0] | -1.91 | 19
## power breakdown
group,internal (mW),leakage [nW],switching (mW)
Sequential,5.96,1.32,0.328
Clock,2.00,0.154,1.76
Combinational,9.58,5.28,6.82
## layer usage
layer  routed length (µm)  vias up  GRT usage [%]
li1                     -     3492              -
met3                 1400       29          3.844
met2                10650      209          35.14
met1                11080     3454          35.95
met4                  375        6          3.158
met5                   35        -              0
## through the flow
stage | power (mW) | util [%] | hold slack, ns
5_1_grt | 28.39 | 72.45 | -0.1578
4_1_cts | 24.98 | 68.72 | -0.1668
3_5_place_dp | 19.35 | 61.35 | 0.2227
2_1_floorplan | 12.50 | - | -0.09559
3_3_place_gp | 19.35 | 61.35 | 0.2281
6_report | 26.45 | 72.45 | -0.1802
## logic make-up (layout without fill, tap and decap cells)
family | Yosys count | in the layout | share of synthesized area [%]
flip-flops | 112 | 112 | 34.68
buffers and inverters | 160 | 548 | 11.89
XOR/XNOR | 100 | 100 | 11.19
AND-OR/OR-AND | 168 | 168 | 13.42
AND/OR/NAND/NOR | 135 | 135 | 8.268
other | 1 | 93 | 0.04640
multiplexers | 1 | 1 | 0.2787
adder cells (fa/ha/maj) | 120 | 120 | 20.22
Power figures rest on the tool's default switching activity, not on a simulated workload.
